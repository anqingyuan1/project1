## ./design.v

```verilog
`timescale 1ns/1ps
module div_M_N(
 input  wire clk_in,
 input  wire rst,
 output wire clk_out
);
parameter M_N = 8'd22; 
parameter c89 = 8'd18;  
parameter div_e = 4'd2;  
parameter div_o = 4'd4;  
reg[7:0]clk_count;
reg[7:0]cnt;
always @(posedge clk_in, negedge rst) begin
    if(rst == 0)begin
        clk_count <= 0;
    end
    else begin
        clk_count <= clk_count==M_N-1 ? 0 : clk_count+1; 
    end
end
wire div_class = clk_count < c89 ? 1 : 0;
always @(posedge clk_in, negedge rst) begin
    if(rst == 0)begin
        cnt <= 0;
    end
    else if(div_class)begin
        cnt <= cnt==(div_e-1) ? 0 : cnt+1;
    end
    else begin
        cnt <= cnt==(div_o-1) ? 0 : cnt+1; 
    end
end
reg clk_out_r;
always @(posedge clk_in, negedge rst) begin
    if(rst == 0)begin
        clk_out_r <= 0;
    end
    else if(div_class)begin
        clk_out_r <= (cnt < div_e>>1) ? 1 : 0;
    end
    else begin
        clk_out_r <= (cnt < div_o>>1) ? 1 : 0;
    end
end
assign clk_out = clk_out_r;
endmodule
```

## ./constraint.sdc

```tcl
current_design div_M_N

set clk_period 2.4
set clk_io_pct 0.2

create_clock -name clk0 -period $clk_period [get_ports {clk_in}]

set non_clock_inputs [all_inputs -no_clocks]
set_input_delay [expr $clk_period * $clk_io_pct] -clock clk0 $non_clock_inputs
set_output_delay [expr $clk_period * $clk_io_pct] -clock clk0 [all_outputs]
```

## ./config.mk

```make
export PLATFORM = sky130hd
export DESIGN_NAME = div_M_N
export DESIGN_NICKNAME = div_M_N
export VERILOG_FILES = /design/flow/design.v
export SDC_FILE = /design/flow/constraint.sdc
export NUM_CORES = 4
export LEC_CHECK = 1
export CORE_AREA = 10 10 93 93
export DIE_AREA = 0 0 103 103
```

## ./run.sh

```bash
#!/bin/bash
# OpenROAD 26Q1-2900-gdf79404cd8, Yosys 0.63+post, stock flow scripts
make -C /OpenROAD-flow-scripts/flow DESIGN_CONFIG=/design/flow/config.mk WORK_HOME=/design/flow/orfs finish
```

==> flow_metrics.py <==
# Auto-generated metrics
metrics = {
    "die": {
        "core_area_sq_um": 6760,
        "die_x_um": 103,
        "die-area_sq_um": 10600,
        "io_pins": 3,
        "fp_util_pct": 11.9,
        "core.rowCount": 30,
        "die_y_um": 103,
    },
    "final_timing": {
        "hold_violations": 0,
        "period_needed_ns": 1.50,
        "worstMarginPinSlew_ns": 0.732,
        "tns_ns": 0,
        "rsz0062_at_grt": "no",
        "finalSetupViolations": 0,
        "final_max_slew_viol_count": 0,
        "post-route-period-util_pct": 62.3,
        "skew_ns": 0.00310,
        "clock.fmax_mhz": 669,
        "fin_ws_ns": 0.905,
        "slew_headroom_pct": 51.0,
    },
    "routing": {
        "wire_per_inst_um": 7.89,
        "drcViolationCount": 0,
        "wl_um": 1250,
        "vias": 495,
        "vias_per_cell": 3.13,
        "ant_nets": 0,
        "n_antenna_cell": 0,
        "drtIter0Drc": 20,
        "dr.pass1.iters": 4,
    },
    "logic_synthesis": {
        "ys_cells": 72,
        "syn_area_per_cell_sq_um": 11.2,
        "ys_seq_share_pct": 52.9,
        "ys_types": 21,
        "synth_cells": 72,
        "ys_chip_area_sq_um": 805,
        "syn_area_sq_um": 805,
        "ys_ff": 17,
        "ys_warn_count": 1,
    },
    "global_routing": {
        "grt_pass1_wl_um": 2210,
        "antenna_found_initial": 0,
        "grt_max_degree": 18,
        "track_usage_pct": 2.46,
        "grt_overflow": 0,
        "grt_pass1_vias": 491,
    },
    "min_path": {
        "hold_path_end": "clk_count[7]$_DFF_PN0_",
        "hold_class": "reg -> reg",
        "whs_path_depth": 1,
        "hold_start": "clk_count[7]$_DFF_PN0_",
    },
    "clocking": {
        "clockBufferDepth": 2,
        "clock_latency_ns": 0.25,
        "clk_pin_slew_ns": 0.06,
        "numCtsBuffers": 3,
        "postCtsSetupRepairBufs": 0,
        "cts.hold.buffers_added": 0,
        "tritoncts": "built",
        "cts_sinks": 17,
        "clock-root-buffer": "clkbuf_8",
        "htreeDepth": 1,
        "cts_resized": 0,
    },
    "critical_path": {
        "crit_family": "buffers and inverters",
        "r2r-start": "clk_count[6]$_DFF_PN0_",
        "path_depth": 1,
        "crit_path_end_kind": "output pin",
        "slowest_delay_ns": 0.45,
        "cp.required_ns": 1.92,
        "critPathKind": "reg -> out",
        "path_max_fanout": 1,
        "rrSetupSlack_ns": 0.95,
        "cpMaxStageDelayCell": "clkdlybuf4s50_1",
        "start_kind": "register",
        "arrival_ns": 1.02,
        "path_buffers": 1,
        "crit_chain": "clkdlybuf4s50_1",
        "r2r-end": "cnt[2]$_DFF_PN0_",
        "worstRegToRegCells": 4,
    },
    "flow_run": {
        "drv_cap": 0,
        "warning_count": 28,
    },
    "cells_and_area": {
        "final_cells": 158,
        "lay_top_cells": "dfrtp_1 (17), nor2_1 (9), xnor2_1 (7)",
        "area_delta_synth_final_pct": 20.5,
        "layout_top_cell": "dfrtp_1",
        "drive_above_1_share_pct": 8.97,
        "final_util_pct": 14.4,
    },
    "place": {
        "pre_cts_slack_ns": 0.934,
        "port_buffers": 2,
        "gp_congestion": 0.780,
        "hpwlAfterDp_um": 899,
        "placed_cells": 154,
    },
    "power_and_ir_drop": {
        "p_leak_nw": 0.421,
        "finalPower_mw": 0.500,
        "p_per_area_nw_per_um2": 516,
        "irDropWorstVdd_mv": 0.178,
    },
    "status": {
        "status": "complete, no violations",
    },
}
## through the flow
stage,hold slack [ns],area (sq um)
final,0.474,970
after global routing,0.500,970
after CTS,0.475,970
after detailed placement,0.460,925
after global placement,0.461,925
after floorplan,0.184,805
## area by class of cell
type	count	area (sq um)
Tap cell	80	100
Inverter	4	15.0
Multi-Input combinational cell	51	364
Sequential cell	17	425
Fill cell	748	5790
Timing Repair Buffer	2	20.0
Clock buffer	4	45.0
## cells in the mapped netlist
library cell,number,area share (%)
nor2_1,9,4.2
a211oi_1,2,1.9
dfrtp_1,17,53
or3_4,1,1.4
o21a_1,2,1.9
o22ai_1,1,0.78
and2_1,1,0.78
and3_1,2,1.6
xnor2_1,7,7.6
o31a_1,1,1.1
nand3_1,6,3.7
nor4_1,1,0.78
a21oi_2,1,1.1
ha_1,5,7.8
or2_4,1,1.1
nand2_1,2,0.93
nand4_1,2,1.6
inv_1,4,1.9
and4bb_2,1,1.6
xor2_1,4,4.4
nor3_1,2,1.2
## per-layer routing
metal	wire length (um)	vias up	track usage, %
met4	0	0	0.428
met1	623	235	3.45
li1	-	259	-
met3	9	0	0.406
met5	0	-	0
met2	612	1	3.95
## registers in the layout, summed over array words and instances (netlist names)
| signal | cells |
|---|---|
| clk_count | 8 |
| clk_out_r | 1 |
| cnt | 8 |
## cell families (layout without fill, tap and decap cells)
logic type,after synthesis,after routing,share of synthesized area (%)
AOI/OAI and AO/OA,7,7,6.69
and+or+nand+nor,28,28,18.8
DFF,17,17,52.9
adders and majority gates,5,5,7.78
xor gates and xnor gates,11,11,12.0
buffers and inverters,4,10,1.87
## power by group
group          internal [mW]  switching [mW]
sequential             0.287               0
clock                  0.117          0.0896
combinational        0.00143         0.00516
## worst max-delay path by stage
stage | start | to | slack, ns
CTS | clk_out_r$_DFF_PN0_ | clk_out | 0.88
global route | clk_count[6]$_DFF_PN0_ | cnt[2]$_DFF_PN0_ | 0.82
finish | clk_out_r$_DFF_PN0_ | clk_out | 0.90
No activity file was given, so power comes from the tool's default toggle rates.
