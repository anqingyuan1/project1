<file path="./design.v">
`timescale 1ns/1ps
module wptr_wfull #(
                               parameter ADDRSIZE=4)
(  
 input                                        winc,
 input                                        wclk,
 input                                        wrst_n,
 input         [ADDRSIZE:0]                   wq2_rptr,
 output reg                                   wfull,
 output reg    [ADDRSIZE:0]                   wptr,
 output        [ADDRSIZE-1:0]                 waddr
 );
 wire              full_value;
 wire [ADDRSIZE:0] wbinnext , wgraynext;
 reg  [ADDRSIZE:0] wbin;
  assign wbinnext=wbin+(winc&!wfull);                                              
  always@(posedge wclk or negedge wrst_n)  
  begin
           if(wrst_n==1'b0) 
                wbin<=0;           
           else
               wbin<=wbinnext;        
  end
  assign waddr=wbin[ADDRSIZE-1:0];        
  assign wgraynext=wbinnext^(wbinnext>>1);
  always @(posedge wclk or negedge wrst_n) 
  begin
           if(wrst_n==1'b0)
                 wptr <=0;
           else
                 wptr<=wgraynext;
  end
  assign  full_value=wgraynext == ({~wq2_rptr[ADDRSIZE:ADDRSIZE-1],wq2_rptr[ADDRSIZE-2:0]});
  always@(posedge wclk or negedge wrst_n)
  begin
       if(wrst_n==1'b0)
           wfull<=1'b0;
      else
          wfull<=full_value; 
 end
 endmodule
 module rptr_rempty #(
                               parameter ADDRSIZE=4)
(  
input                                        rinc,
input                                        rclk,
input                                        rrst_n,
input        [ADDRSIZE:0]                    rq2_wptr,
output reg                                   rempty,
output reg   [ADDRSIZE:0]                    rptr,
output       [ADDRSIZE-1:0]                  raddr
);
wire empty_value;
wire [ADDRSIZE:0] rbinnext , rgraynext;
reg  [ADDRSIZE:0] rbin;
assign rbinnext=rbin+(rinc&!rempty);
always@(posedge rclk or negedge rrst_n)                   
begin
        if(rrst_n ==1'b0)                   
            rbin <=0;            
        else
            rbin <=rbinnext;        
end
assign raddr=rbin[ADDRSIZE-1:0];
 assign rgraynext=rbinnext^(rbinnext>>1);
 always@(posedge rclk or negedge rrst_n)
 begin
         if(rrst_n ==1'b0)           
             rptr <=0; 
         else
             rptr<=rgraynext;
  end
assign  empty_value=rgraynext == rq2_wptr;
always@(posedge rclk or negedge rrst_n)
begin
      if(rrst_n==1'b0)
         rempty<=1'b0;
      else
         rempty<=empty_value; 
end
endmodule
module sync_r2w #(
                    parameter ADDRSIZE=4)
                  (  
                        input                       wclk,
                        input                       wrst_n,
                        input       [ADDRSIZE:0]    rptr,
                        output reg  [ADDRSIZE:0]    wq2_rptr
            );
reg [ADDRSIZE:0] wq1_rptr;
always@(posedge wclk or negedge wrst_n)
begin
     if(wrst_n==1'b0)
                       {wq2_rptr, wq1_rptr}<=2'b0;
     else
                       {wq2_rptr, wq1_rptr}<= {wq1_rptr, rptr} ;       
 end
 endmodule
module sync_w2r #(
                           parameter ADDRSIZE=4)
                 (  
                    input                                    rclk,
                    input                                    rrst_n,
                    input         [ADDRSIZE:0]               wptr,
                    output reg    [ADDRSIZE:0]               rq2_wptr
                   );
reg [ADDRSIZE:0] rq1_wptr;
always@(posedge rclk or negedge rrst_n)
begin
      if(rrst_n==1'b0)
         {rq2_wptr, rq1_wptr}<=2'b0;
      else
         {rq2_wptr, rq1_wptr}<= {rq1_wptr, wptr};       
end
endmodule
module fifomem #(
                      parameter ADDRSIZE=4,
                      parameter DATASIZE=8)
(
   input                                   winc,
   input                                   wclk,
   input                                   wfull,
   input   [ADDRSIZE-1:0]   waddr , raddr,
   input   [DATASIZE-1:0]   wdata ,  
   output  [DATASIZE-1:0]   rdata
  );
  localparam DEPTH=1<<ADDRSIZE;
  reg [DATASIZE-1:0] mem [0:DEPTH-1];
  assign rdata=mem[raddr];
  always@(posedge wclk)
  begin
           if(! wfull & winc)
                             mem[waddr]<= wdata;
  end
endmodule
 module afifo #(
                parameter ADDRSIZE=4,
                parameter DATASIZE=8)
               (
                  input   wclk,
                  input   rclk,
                  input   wrst_n,
                  input   rrst_n,
                  input   winc,
                  input   rinc,
                 input    [DATASIZE-1:0]  wdata,
                 output   [DATASIZE-1:0]  rdata,
                 output   rempty,
                 output   wfull
                );
        wire [ ADDRSIZE:0] wq2_rptr;
        wire [ ADDRSIZE:0] wptr;
        wire [ ADDRSIZE-1:0] waddr;
        wire [ ADDRSIZE:0] rq2_wptr;
        wire [ ADDRSIZE:0] rptr;
        wire [ ADDRSIZE-1:0] raddr;
         wptr_wfull u1(
                       .winc(winc),
                       .wclk(wclk),
                       .wrst_n(wrst_n),
                       .wq2_rptr(wq2_rptr),
                       .wfull(wfull),
                       .wptr(wptr),
                       .waddr(waddr)
                       );
        rptr_rempty u2(  
                       .rinc(rinc),
                       .rclk(rclk),
                       .rrst_n(rrst_n),
                       .rq2_wptr(rq2_wptr),
                       .rempty(rempty),
                       .rptr(rptr),
                       .raddr(raddr)
                );
          sync_r2w  u3(  
                        .wclk(wclk),
                        .wrst_n(wrst_n),
                        .rptr(rptr),
                        .wq2_rptr(wq2_rptr)
               );
          sync_w2r u4(
                        .rclk(rclk),
                        .rrst_n(rrst_n),
                        .wptr(wptr),
                        .rq2_wptr(rq2_wptr)
               );
          fifomem u5(
                        .winc(winc),
                        .wclk(wclk),
                        .wfull(wfull),
                        .waddr(waddr), 
                        .raddr(raddr),
                        .wdata(wdata),  
                        .rdata(rdata)
               );
  endmodule
</file>
<file path="./run.sh">
#!/bin/bash
# OpenROAD 26Q1-2900-gdf79404cd8, Yosys 0.63+post, stock flow scripts
make -C /OpenROAD-flow-scripts/flow DESIGN_CONFIG=/design/flow/config.mk WORK_HOME=/design/flow/orfs finish
</file>
<file path="./config.mk">
export PLATFORM = sky130hd
export DESIGN_NAME = afifo
export DESIGN_NICKNAME = afifo
export VERILOG_FILES = /design/flow/design.v
export SDC_FILE = /design/flow/constraint.sdc
export NUM_CORES = 4
export LEC_CHECK = 1
export CORE_UTILIZATION = 50
</file>
<file path="./constraint.sdc">
current_design afifo

set clk_period 4.5
set clk_io_pct 0.2

create_clock -name clk0 -period $clk_period [get_ports {rclk}]
create_clock -name clk1 -period $clk_period [get_ports {wclk}]

set non_clock_inputs [all_inputs -no_clocks]
set_input_delay [expr $clk_period * $clk_io_pct] -clock clk0 $non_clock_inputs
set_output_delay [expr $clk_period * $clk_io_pct] -clock clk0 [all_outputs]
</file>
==> flow_summary_export.csv <==
group,metric,value,unit
power_and_ir_drop,intPower,0.00384,W
power_and_ir_drop,ir_drop,0.594,mV
die,fp.dieW,115,µm
die,core_area,0.0122,mm²
sta,skew,0.00383,ns
place,io_buffers,22,
clock_tree,cts_sinks,168,
sta,final-setup-viol-count,0,
synth,synth_area,0.00638,mm²
worst_setup_path,slowest_delay,0.75,ns
worst_setup_path,critical_path_class,"flop to primary output",
drt,insertedDiodeCount,0,
place,pre_cts_ws,1.12,ns
sta,slew_headroom,43.5,%
drt,vias_per_cell,5.50,
min_path,hold_class,"flop to flop",
global_route,grt_pass1_vias,3277,
power_and_ir_drop,p_per_area,697,mW/mm²
finish,final_cell_mix,"edfxtp_1 (128), dfrtp_1 (39), mux4_2 (38)",
drt,drtIter0Drc,233,
worst_setup_path,cp_top_family,"multiplexers",
clock_tree,cts-hold-fix-buffers,0,
global_route,grt_overflow,0,
global_route,antenna_found_initial,0,
job,openroad.warnings,27,
clock_tree,cts_setup_buffers,0,
global_route,grt_max_degree,21,
power_and_ir_drop,p_seq_share,41.7,%
drt,ant_nets,0,
worst_setup_path,required,3.60,ns
synth,netlist_instances,300,
power_and_ir_drop,combPwrFrac,27.7,%
worst_setup_path,cp_cell_sequence,"buf_12, mux4_2, mux4_2, clkdlybuf4s50_1",
global_route,track_usage,22.7,%
drt,drc_errors,0,
synth,avgSynthCellArea,21.3,µm²
worst_setup_path,crit_cells,4,
worst_setup_path,end_kind,"primary output",
power_and_ir_drop,clock_power_share,30.6,%
sta,grt_setup_unrepaired,"false",
place,placed_area,0.00691,mm²
run_status,outcome,"finished, final reports clean",
place,gp_congestion,0.792,
die,fp_util,52.2,%
sta,hold_ws,0.195,ns
finish,final_common_cell,"edfxtp_1",
worst_setup_path,worstSetupStartpointType,"flop",
drt,vias,2945,
worst_setup_path,crit_top_cell,"mux4_2",
finish,fin_area,0.00759,mm²
worst_setup_path,crit_path_start,"u2.rbin[0]$_DFF_PN0_",
power_and_ir_drop,power.leakage,2.68,nW
power_and_ir_drop,p_switching,0.00145,W
drt,dr.pass1.iters,4,
worst_setup_path,crit_arrival,2.72,ns
clock_tree,cts.clk_slew.worst_paths,0.06,ns
place,dpl.hpwl,7370,µm
die,die_area,0.0132,mm²
worst_setup_path,r2r-start,"u2.rbin[0]$_DFF_PN0_",
synth,ys.flops,168,
worst_setup_path,cpMaxStageDelayCell,"dfrtp_2",
sta,tightest_slew,0.847,ns
sta,finalWorstSetupSlack,0.875,ns
finish,areaGrowthSynthToFinish,19.0,%
clock_tree,cts_tree,"built",
power_and_ir_drop,swShare,27.4,%
die,die.size.y,115,µm
synth,yosysSeqAreaShare,75.9,%
sta,slew_violations,0,
synth,ys_types,29,
drt,wl_per_cell,23.0,µm
synth,ys_cells,300,
synth,yosysWarnings,5,
place,dpl.cell_count,500,
min_path,hold_depth,0,
global_route,grt_pass1_wl,19000,µm
sta,hold_violations,0,
die,rows,40,
finish,drive_above_1_share,25.6,%
sta,fin_tns_setup,0,ns
min_path,worstHoldStart,"u2.rptr[2]$_DFF_PN0_",
drt,finalWirelength,12300,µm
synth,ys_chip_area,0.00638,mm²
finish,instances_no_fill,535,
worst_setup_path,worstPathBufferInverterCount,2,
clock_tree,cts_resized,0,
worst_setup_path,path_max_fanout,19,
die,ioPinCount,24,
job,cap_violations,0,
worst_setup_path,reg2regPathDepth,6,
synthesized netlist by cell type (all sizes together):
library cell	number	area share (%)
nand2	3	0.18
xnor2	6	0.82
a21boi	2	0.24
nand2b	3	0.29
a221oi	1	0.14
xor2	16	2.2
inv	3	0.18
clkbuf	3	0.18
mux4	38	13
nand3	5	0.39
or3	3	0.29
and3	2	0.20
nor2	14	0.82
dfrtp	40	16
nor2b	2	0.20
o21ai	1	0.078
edfxtp	128	60
and2	1	0.098
a32oi	1	0.14
clkinv	2	0.12
mux2i	2	0.31
a2111oi	2	0.47
buf	10	1.2
ha	5	0.98
nor3	4	0.31
a21oi	1	0.078
xnor3	2	0.71
flip-flops by register name (all words and copies together) (netlist names):
signal       cells
u1.wptr          5
u4.rq1_wptr      5
u5.mem         128
u3.wq2_rptr      5
u2.rptr          5
u2.rempty        1
u4.rq2_wptr      5
u1.wbin          4
u3.wq1_rptr      5
u1.wfull         1
u2.rbin          4
power groups by stage:
stage	Clock [W]	Combinational (W)	Sequential, W
4_1_cts	0.00164	0.00149	0.00222
5_1_grt	0.00170	0.00162	0.00225
6_report	0.00162	0.00147	0.00221
final timing paths:
path | slack [ns] | endpoint
worst max-delay path | 0.88 | rdata[0]
worst min-delay path | 0.20 | u3.wq1_rptr[2]$_DFF_PN0_
worst max register to register | 1.98 | u2.rempty$_DFF_PN0_
worst min register to register | 0.20 | u3.wq1_rptr[2]$_DFF_PN0_
max in group clk1 | 1.80 | u1.wfull$_DFF_PN0_
max in group asynchronous | 3.28 | u2.rbin[0]$_DFF_PN0_
min in group clk0 | 0.35 | u4.rq2_wptr[0]$_DFF_PN0_
min in group asynchronous | 0.82 | u3.wq1_rptr[2]$_DFF_PN0_
worst reg2reg max path: cells and delay by family, from the launching register on:
kind | cells | cell delay [ns]
simple gates | 2 | 0.52
xor+xnor | 1 | 0.21
fa+ha+maj | 2 | 0.54
flops | 1 | 0.75
compound gates | 1 | 0.38
per-stage QoR:
stage / power [W] / utilization [%]
floorplan: 0.00319 / -
global placement: 0.00369 / 56.6
detailed placement: 0.00370 / 56.6
CTS: 0.00535 / 62.2
global route: 0.00557 / 62.2
finish: 0.00529 / 62.2
final cells by class:
| cell class | instances | area [µm²] |
|---|---|---|
| tap | 168 | 210 |
| clock inverter | 12 | 163 |
| clock buffer | 23 | 522 |
| timing repair buffer | 45 | 405 |
| sequential | 168 | 4850 |
| multi-input combinational | 114 | 1430 |
| inverter | 5 | 18.8 |
| fill | 880 | 4620 |
logic make-up after synthesis:
kind of cell	share of synthesized area, %
AND-OR/OR-AND	1.14
XOR/XNOR	3.73
adder cells (fa/ha/maj)	0.981
buffers and inverters	1.71
flip-flops	75.9
multiplexers	13.7
AND/OR/NAND/NOR	2.78
per-layer routing:
metal | GRT usage [%] | routed length [µm] | vias to the layer above
met3 | 14.0 | 1540 | 18
met2 | 31.5 | 5730 | 145
met4 | 3.98 | 223 | 0
met5 | 0 | 0 | -
li1 | - | - | 1297
met1 | 35.1 | 4800 | 1485
No activity file was given, so power comes from the tool's default toggle rates.
