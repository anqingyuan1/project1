==> ./config.mk <==
export PLATFORM = sky130hd
export DESIGN_NAME = key
export DESIGN_NICKNAME = key
export VERILOG_FILES = /design/flow/design.v
export SDC_FILE = /design/flow/constraint.sdc
export NUM_CORES = 4
export LEC_CHECK = 1
export CORE_AREA = 10 10 105 105
export DIE_AREA = 0 0 115 115
==> ./constraint.sdc <==
current_design key

set clk_period 4.6
set clk_io_pct 0.2

create_clock -name clk0 -period $clk_period [get_ports {sysclk}]

set non_clock_inputs [all_inputs -no_clocks]
set_input_delay [expr $clk_period * $clk_io_pct] -clock clk0 $non_clock_inputs
set_output_delay [expr $clk_period * $clk_io_pct] -clock clk0 [all_outputs]
==> ./design.v <==
`timescale 1ns/1ps
module key(
    input           sysclk,
    input           rst_n,
    input           key,
    output          reg key_flag
    );
    parameter DELAY = 250_000_0; 
    reg[31:0] cnt;
    always@(posedge sysclk)
        if(!rst_n)
            cnt <= 32'd0;
        else if(key)begin
            if(cnt >= DELAY)
                cnt <= cnt;
            else
                cnt <= cnt +32'd1;
        end
        else
            cnt = 32'd0;
     always@(posedge sysclk)
        if(!rst_n)
            key_flag <= 0;
        else if(cnt == DELAY-1)
            key_flag <= 1;
        else
            key_flag <= 0;      
endmodule
==> ./run.sh <==
#!/bin/bash
# OpenROAD 26Q1-2900-gdf79404cd8, Yosys 0.63+post, stock flow scripts
make -C /OpenROAD-flow-scripts/flow DESIGN_CONFIG=/design/flow/config.mk WORK_HOME=/design/flow/orfs finish
==> deck_impl_summary.md <==
Implementation Results

Run status
  – Status: finished, final reports clean

Place
  – Port bufs: 3
  – GPL Wtd Cong: 0.7770
  – DPL Wire Length: 2110 um
  – Placed inst area: ~1700 um2

Clock network
  – H-tree levels: 2
  – CTS tree: built
  – # clock sinks: 33
  – CTS buffer count: 5
  – Clock Tree Buf Depth: 2
  – Clock latency (worst-skew pair): 0.28 ns
  – CTS root buf: clkbuf_8
  – Number of post-CTS setup repair buffers: 0
  – Clock slew seen by the registers of the worst setup and hold paths: about 0.060 ns
  – Post-CTS Hold Buffers: 0
  – Post-CTS resize count: 0

Critical path
  – WS Path Type: input pin to flip-flop
  – Critical Path RT: approximately 4.8 ns
  – Critical Path AT: about 2.7 ns
  – Delay of the slowest critical-path stage: around 0.66 ns
  – Crit. End Element: flip-flop
  – Crit start category: input pin
  – Cell mode on critical path: nand2_1
  – Cell Chain, Critical Path: clkdlybuf4s50_1 > nand2_1 > or3_1 > nand2_1
  – Crit Path Max Fanout: 21
  – Crit-path slowest cell: clkdlybuf4s50_1
  – Buf/Inv on CP: 1
  – CP top delay family: simple AND/OR/NAND/NOR gates

Power and ir drop
  – Power Density: approximately 280 nW/um2
  – Leak pwr: a little under 0.6 nW
  – Worst vdd ir: a little under 90 uV

Cells and area
  – Layout cells sized above 1: 7.104%
  – Dominant logic cell type in the layout: dfxtp_1
  – Final Instance Area: roughly 1800 um2
  – Area Growth Syn to Fin: 11.76%
  – Most frequent cells in the layout: 33 x dfxtp_1, 19 x or3_1, 18 x a21oi_1

Synthesis
  – Dominant comb cell: simple AND/OR/NAND/NOR gates
  – Cell count in the Yosys report: about 180
  – YS warnings: 1
  – Mux frac, synth: 0%
  – Sequential cell area fraction in the yosys report: 41.12%
  – Ys async rst share: 0%
  – Number of synthesized flops with an enable pin: 0
  – XORs/XNORs by Area: under 10%
  – Cell Type Count: 35
  – Most used DFF post-synth: dfxtp_1
  – YS chip area: roughly 1600 um2
  – FF+latch count, synth: 33
  – Adders+Majority by Area: about 1.6%
  – Mean post-synth cell area: 8.876 um2
  – Aoi share: between 10% and 20%
  – Cell area after synthesis: approximately 1600 um2
  – And+or+nand+nor area frac: between 30 and 40%
  – Synth Instances: ~180

Detailed routing
  – Highest metal layer with signal wires: met4
  – Routed len/inst: between 10 and 15 um
  – Antenna Cells: 0
  – WL met2: between 1000 and 1500 um
  – Vias/cell: approximately 4.5
  – Met3 WL: between 150 and 200 um
  – M1 WL: ~1600 um
  – DR pass1 iterations: 4
  – Via count: about 1300
  – Total wire length: 3236 um
  – Initial DRC Count: around 110
  – DRC: 0
  – ANT nets after route: 0

Die
  – I/O pin count: 4
  – Fp util: between 15 and 20%
  – Die H: roughly 120 um
  – Chip width: roughly 120 um
  – Chip area: 13230 um2
  – Core area: between 8000 and 9000 um2
  – Row cnt: 34

Final timing
  – Highest Clock Rate: approximately 400 MHz
  – Setup Total Neg Slack: 0 ns
  – Final Hold Violating Endpoints: 0
  – Unrepaired setup endpoints after global routing: no
  – Relative slew slack: 48.49%
  – Slew @ Worst Pin: 0.7707 ns
  – Fin crit share: 54.14%
  – Pins Over Slew Limit: 0
  – # setup viols final: 0
  – Clock Skew: approximately 0.0038 ns
  – Crit path time final: 2.491 ns

Global routing
  – First-pass GRT wire length: 5575 um
  – Total track usage: under 10%
  – Initial antenna violation count: 0
  – Grt total ovfl: 0
  – Largest net degree at the start of global routing: 36
  – Vias in the first global route: around 1200

Hold path
  – Hold Crit Class: flip-flop to flip-flop

Job
  – Maxcap violations: 0
  – Warning total across the stage logs: 27
[worst paths after layout]
kind            from       to  slack [ns]  cells after the start
min reg2reg  cnt[25]  cnt[25]        0.49                      1
min          cnt[25]  cnt[25]        0.49                      1
max reg2reg  cnt[27]  cnt[21]        2.39                      5
max            rst_n  cnt[19]        2.11                      4
[synthesized netlist by cell type, types with 2 or more instances]
cell type | instances | share of area [%]
xor2_1 | 2 | 1.1
inv_1 | 3 | 0.70
or3_1 | 19 | 7.4
dfxtp_1 | 33 | 41
buf_2 | 2 | 0.62
nand3_1 | 9 | 2.8
nor3_1 | 3 | 0.93
nand2_1 | 8 | 1.9
o21ai_0 | 13 | 4.0
and3_1 | 13 | 5.1
nand4_1 | 16 | 6.2
ha_1 | 2 | 1.6
nor4_4 | 2 | 2.6
and2_1 | 4 | 1.6
nor2_1 | 7 | 1.6
a21oi_1 | 18 | 5.6
o21ai_1 | 4 | 1.2
clkbuf_1 | 6 | 1.4
[layout make-up]
type | count | area [um2]
clock buffers | 8 | 80.08
well taps | 108 | 135.1
repair buffers | 4 | 37.54
inverters | 3 | 11.26
flip-flops and latches | 33 | 660.6
multi-input cells | 135 | 870.8
fillers | 966 | 6968
[where the power goes]
group | internal (mW) | switching (mW)
clock network | 0.107 | 0.0946
registers | 0.287 | 0.000645
logic | 0.00345 | 0.00854
total | 0.397 | 0.104
[sequential cells by signal, indices dropped and copies added (netlist names)]
| name | flops |
|---|---|
| cnt | 32 |
| key_flag | 1 |
[metrics by stage]
stage                     hold slack [ns]  cells  power [mW]  worst slack, ns  util [%]
final                              0.4853    291      0.5011            2.109     20.49
after CTS                          0.4851    291      0.5106            2.085     20.49
after detailed placement           0.4689    283      0.3057            1.815     19.57
after floorplan                    0.4532    181      0.3018            2.952         -
after global routing               0.4956    291      0.5268            1.962     20.49
after global placement             0.4757    283      0.3052            1.887     19.57
[logic make-up (layout without fill, tap and decap cells)]
family                   after synthesis  count (layout)
AND-OR/OR-AND                         42              42
adder cells (fa/ha/maj)                2               2
XOR/XNOR                               2               2
flip-flops                            33              33
buffers and inverters                 13              15
AND/OR/NAND/NOR                       89              89
[metal layers]
layer	global-route usage, %	up-vias
met2	7.583	31
met1	6.821	596
li1	-	686
met4	0.9901	0
met3	1.477	4
met5	0	-
Power is estimated from default activity; no workload was simulated.
